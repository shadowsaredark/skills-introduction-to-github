$ cat ./run.sh
#!/bin/bash
# OpenROAD 26Q1-2900-gdf79404cd8, Yosys 0.63+post, stock flow scripts
make -C /OpenROAD-flow-scripts/flow DESIGN_CONFIG=/design/flow/config.mk WORK_HOME=/design/flow/orfs finish
$ cat ./config.mk
export PLATFORM = sky130hd
export DESIGN_NAME = mac16
export DESIGN_NICKNAME = mac16
export VERILOG_FILES = /design/flow/design.v
export SDC_FILE = /design/flow/constraint.sdc
export NUM_CORES = 4
export LEC_CHECK = 1
export CORE_UTILIZATION = 30
$ cat ./constraint.sdc
current_design mac16

set clk_period 11.3
set clk_io_pct 0.2

create_clock -name clk0 -period $clk_period [get_ports {clk}]

set non_clock_inputs [all_inputs -no_clocks]
set_input_delay [expr $clk_period * $clk_io_pct] -clock clk0 $non_clock_inputs
set_output_delay [expr $clk_period * $clk_io_pct] -clock clk0 [all_outputs]
$ cat ./design.v
`timescale 1ns / 1ps
module CLA #(
    parameter DATA_WIDTH = 8
    )
    (   
    input [DATA_WIDTH-1:0] a,
    input [DATA_WIDTH-1:0] b,
    input  cin,
    output [DATA_WIDTH-1:0] sum,
    output cout
    );
    wire [DATA_WIDTH-1:0] g;
    wire [DATA_WIDTH-1:0] p;
    wire [DATA_WIDTH:0]   c;
    assign c[0] = cin;
    genvar i;
    generate
     for(i=0;i<DATA_WIDTH;i=i+1) begin
            assign sum[i] = a[i] ^ b[i] ^ c[i];
            assign p[i] = a[i] | b[i];
            assign g[i] = a[i] & b[i];
            assign c[i+1] = g[i] | (p[i] & c[i]);
            end
     endgenerate
     assign cout  = c[DATA_WIDTH];       
endmodule
    `timescale 1ns / 1ps
    module mac16 (
        input         clk,
        input         rst_n,
        input  [15:0] a,      
        input  [15:0] b,      
        input  [31:0] acc,    
        output reg [31:0] out  
    );
        wire [31:0] prod;
        mul16x16 mul_inst (
            .a(a),
            .b(b),
            .p(prod)   
        );
        reg [31:0] reg_prod;
        always @(posedge clk or negedge rst_n) begin
            if (!rst_n)
                reg_prod <= 0;
            else
                reg_prod <= prod;   
        end
        reg [31:0] acc_d1, acc_d2;
        always @(posedge clk or negedge rst_n) begin
            if (!rst_n) begin
                acc_d1 <= 0;
                acc_d2 <= 0;
            end else begin
                acc_d1 <= acc;
                acc_d2 <= acc_d1;
            end
        end
        wire [31:0] sum;
        wire cout_dummy;
        CLA #(.DATA_WIDTH(32)) adder (
            .a(reg_prod),
            .b(acc_d2),
            .cin(1'b0),
            .sum(sum),
            .cout(cout_dummy)
        );
        always @(posedge clk or negedge rst_n) begin
            if (!rst_n)
                out <= 0;
            else
                out <= sum;
        end
    endmodule
`timescale 1ns / 1ps
module mul16x16 (
    input  [15:0] a,
    input  [15:0] b,
    output [31:0] p
);
    wire [7:0] a_high = a[15:8];
    wire [7:0] a_low  = a[7:0];
    wire [7:0] b_high = b[15:8];
    wire [7:0] b_low  = b[7:0];
    wire [15:0] pp_hh, pp_lh, pp_hl, pp_ll;
    mul8x8 u_hh (.a(a_high), .b(b_high), .p(pp_hh));
    mul8x8 u_lh (.a(a_low),  .b(b_high), .p(pp_lh));
    mul8x8 u_hl (.a(a_high), .b(b_low),  .p(pp_hl));
    mul8x8 u_ll (.a(a_low),  .b(b_low),  .p(pp_ll));
    wire [31:0] term_ll = {16'b0, pp_ll};                 
    wire [31:0] term_lh = {8'b0, pp_lh, 8'b0};            
    wire [31:0] term_hl = {8'b0, pp_hl, 8'b0};            
    wire [31:0] term_hh = {pp_hh, 16'b0};                 
    assign p = term_ll + term_lh + term_hl + term_hh;
endmodule
`timescale 1ns / 1ps
module mul2x2(
    input [1:0] a,
    input [1:0] b,
    output [3:0] p
    );
  wire pp0, pp1, pp2, pp3;        
    wire sum1, carry1;
    assign pp0 = a[0] & b[0];       
    assign pp1 = a[1] & b[0];       
    assign pp2 = a[0] & b[1];       
    assign pp3 = a[1] & b[1];       
    assign sum1   = pp1 ^ pp2;
    assign carry1 = pp1 & pp2;
    assign p[0] = pp0;
    assign p[1] = sum1;
    assign p[2] = carry1 ^ pp3;
    assign p[3] = carry1 & pp3;
endmodule
`timescale 1ns / 1ps
module mul4x4 #(parameter N = 4)(
    input  [N-1:0] a,
    input  [N-1:0] b,
    output [2*N-1:0] p
);
    wire [3:0] pp_ah_bh, pp_al_bh, pp_ah_bl, pp_al_bl;
    wire [7:0] shifted_pp1, shifted_pp2, shifted_pp3, shifted_pp4;
    wire [7:0] sum1, sum2;
    wire c1, c2;
    mul2x2 u1(.a(a[3:2]), .b(b[3:2]), .p(pp_ah_bh));
    mul2x2 u2(.a(a[1:0]), .b(b[3:2]), .p(pp_al_bh));
    mul2x2 u3(.a(a[3:2]), .b(b[1:0]), .p(pp_ah_bl));
    mul2x2 u4(.a(a[1:0]), .b(b[1:0]), .p(pp_al_bl));
    assign shifted_pp1 = {pp_ah_bh, 4'b0000};
    assign shifted_pp2 = {2'b00, pp_al_bh, 2'b00};
    assign shifted_pp3 = {2'b00, pp_ah_bl, 2'b00};
    assign shifted_pp4 = {4'b0000, pp_al_bl};
    CLA #(.DATA_WIDTH(8)) cla1(.a(shifted_pp3), .b(shifted_pp4), .cin(1'b0), .sum(sum1), .cout(c1));
    CLA #(.DATA_WIDTH(8)) cla2(.a(shifted_pp1), .b(shifted_pp2), .cin(c1), .sum(sum2), .cout(c2));
    CLA #(.DATA_WIDTH(8)) cla3(.a(sum1), .b(sum2), .cin(c2), .sum(p), .cout());
endmodule
`timescale 1ns / 1ps
module mul8x8 (
    input  [7:0]  a,
    input  [7:0]  b,
    output [15:0] p
);
    wire [7:0] pp_hh;  
    wire [7:0] pp_lh;  
    wire [7:0] pp_hl;  
    wire [7:0] pp_ll;  
    wire [15:0] sum1, sum2;
    wire carry1, carry2;
    mul4x4 u_hh (.a(a[7:4]), .b(b[7:4]), .p(pp_hh));  
    mul4x4 u_lh (.a(a[3:0]), .b(b[7:4]), .p(pp_lh));
    mul4x4 u_hl (.a(a[7:4]), .b(b[3:0]), .p(pp_hl));
    mul4x4 u_ll (.a(a[3:0]), .b(b[3:0]), .p(pp_ll));  
    CLA #(.DATA_WIDTH(16)) cla1 (
        .a({4'b0000, pp_hl, 4'b0000}), 
        .b({8'b00000000, pp_ll}), 
        .cin(1'b0), 
        .sum(sum1), 
        .cout(carry1)
    );
    CLA #(.DATA_WIDTH(16)) cla2 (
        .a({pp_hh, 8'b00000000}), 
        .b({4'b0000, pp_lh, 4'b0000}), 
        .cin(carry1), 
        .sum(sum2), 
        .cout(carry2)
    );
    CLA #(.DATA_WIDTH(16)) cla3 (
        .a(sum1), 
        .b(sum2), 
        .cin(carry2), 
        .sum(p), 
        .cout()  
    );
endmodule
==> impl_metrics.json <==
{
  "status": "finished with violations",
  "violations": "setup timing",
  "utilization_pct": 40.12,
  "fmax_ghz": 0.07530,
  "cpMostUsedCell": "ha_4",
  "dieHeight_microns": 240.0,
  "track_usage_pct": 14.48,
  "regArea_sq_um": 3203,
  "synth_area_leader_cell": "fa_1",
  "cp.arrival_ns": 13.58,
  "cts.sink_count": 128,
  "setup_tns_ns": -32.46,
  "relSlewSlack_pct": 57.39,
  "cts_tree": "done",
  "nFillCells": 5190,
  "pre_cts_slack_ns": -3.010,
  "timing.final.ws_setup_ns": -1.980,
  "maxCapViolCount": 0,
  "endpoint_kind": "register",
  "yosysTopAreaCellShare_pct": 26.97,
  "setup_viol": 23,
  "synth_async_sr_flop_share_pct": 100.0,
  "drc_errors": 0,
  "synthCells": 1646,
  "dp_cells": 2662,
  "drt_iter0_markers": 383,
  "hold_viol": 0,
  "slowest_delay_ns": 0.54,
  "final_common_cell": "inv_1",
  "startpoint_type": "primary input",
  "warnings": 92,
  "ys_cells": 1646,
  "design_area_sq_um": 22280,
  "cp_slowest_cell": "fa_1",
  "ant_nets": 0,
  "cts.clk_slew.worst_paths_ns": 0.06,
  "worstSetupPathType": "in2reg",
  "grt_pass1_wl_microns": 62730,
  "wire_per_inst_microns": 13.75,
  "tightest_slew_ns": 0.6392,
  "holdBufCountCts": 0,
  "synthTopCellsByArea": "fa_1 27%, ha_1 25%, dfrtp_1 19%",
  "skew_ns": 0.01310,
  "grt_overflow": 0,
  "port_buffers": 97,
  "slew_viol_final": 0,
  "h-tree-depth": 4,
  "wl_microns": 37240,
  "r2r_slack_ns": -0.40,
  "n_antenna_cell": 0,
  "hold-worst-slack_ns": 0.3467,
  "cp.required_ns": 11.60,
  "crit_fanout": 5,
  "die_w_microns": 240.0,
  "cts_buffers": 17,
  "drive_gt1_share_pct": 23.81,
  "io_pins": 98,
  "rsz0062_at_grt": "true",
  "syn_avg_cell_area_sq_um": 10.33,
  "num_vias": 11220,
  "hpwlAfterDp_microns": 31450,
  "synth_seq_share_pct": 18.84,
  "finalCriticalPeriod_ns": 13.28,
  "hold_path_class": "reg2reg",
  "fp_util_pct": 30.62,
  "layout_top_cells": "379 x inv_1, 297 x ha_1, 229 x and2_1",
  "fp-row-count": 86,
  "clk_latency_ns": 0.43,
  "dr.pass1.iters": 4,
  "syn_to_final_growth_pct": 31.05,
  "place_congestion": 0.9018,
  "instances_no_fill": 2709,
  "grt_pass1_vias": 12310,
  "numSynthFlops": 128,
  "finalCritPeriodShare_pct": 117.5,
  "syn_area_sq_um": 17000,
  "cts_root_buffer": "clkbuf_16",
  "coreArea_sq_um": 55520,
  "ys_area_sq_um": 17000,
  "antenna_found_initial": 2,
  "grt_max_degree": 70,
  "comb_area_sq_um": 13250,
  "cts_buffer_depth": 2,
  "synth_cell_types": 48,
  "chip_area_sq_um": 57620,
  "yosysWarnings": 1,
  "ys.flop_type": "dfrtp_1",
  "vias_per_cell": 4.142,
  "dpl-instance-area_sq_um": 21030,
  "edf_count": 0
}
==> layout make-up <==
class                           count  share of cell area [%]
Inverter                          402                   6.785
Clock buffer                       20                   2.050
Tap cell                          748                   4.201
Multi-Input combinational cell   1071                   59.46
Clock inverter                     12                  0.6628
Timing Repair Buffer              328                   12.46
Sequential cell                   128                   14.38
==> critical path, delay by kind of cell <==
kind                       cells  cell delay (ns)
and+or+nand+nor                5             0.56
buffers and inverters         12             0.80
xor gates and xnor gates       3             0.51
AOI/OAI and AO/OA              5             0.94
adders and majority gates     36             8.53
==> routing by layer <==
| metal | vias to the layer above | GRT usage [%] | part of all wire, % |
|---|---|---|---|
| li1 | 5593 | - | - |
| met1 | 5398 | 20.48 | 45 |
| met2 | 197 | 23.54 | 47 |
| met3 | 30 | 3.492 | 6.5 |
| met4 | 2 | 2.162 | 1.9 |
| met5 | - | 0 | 0.035 |
==> cells in the mapped netlist (all sizes together), types with 2 or more instances <==
cell,count
dfrtp,128
a21oi,19
nand3,7
xnor2,34
nand3b,2
inv,402
nand4,3
a21o,10
and3,22
o41ai,3
o2111ai,2
xor2,33
maj3,12
nor3,12
fa,229
a211oi,3
o31ai,2
ha,339
a221oi,2
nor3b,5
and2,231
nor2b,2
mux2i,3
nor4,2
o21bai,3
o21ai,11
o21a,2
a31oi,5
nand2,40
nor2,22
clkbuf,45
==> final timing paths <==
path	from	to	cells after the start
hold / removal	acc_d1[12]	acc_d2[12]	0
hold reg to reg	acc_d1[12]	acc_d2[12]	0
max in group asynchronous	rst_n	acc_d1[1]	2
setup reg to reg	acc_d2[0]	out[31]	34
min in group asynchronous	rst_n	acc_d1[8]	1
setup / recovery	a[0]	reg_prod[29]	61
==> flip-flops by register name, summed over array words and instances, names as in the netlist <==
register,count
acc_d1,32
out,32
reg_prod,32
acc_d2,32
==> kinds of logic after synthesis <==
family,Yosys count,share of synthesized area [%]
simple gates,350,11.98
xor+xnor,67,3.452
fa+ha+maj,580,52.63
mux,3,0.1767
compound gates,71,3.047
flops,128,18.84
buf+inv,447,9.870
==> timing repair <==
item / CTS / global route
gates resized: 80 / 68
buffers inserted: 13 / 4
pin swaps: 56 / 71
hold endpoints to repair: 0 / 0
endpoints found under the setup margin: 25 / 25
